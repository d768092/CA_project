$ cat flow/run.sh
#!/bin/bash
# OpenROAD 26Q1-2900-gdf79404cd8, Yosys 0.63+post, stock flow scripts
make -C /OpenROAD-flow-scripts/flow DESIGN_CONFIG=/design/flow/config.mk WORK_HOME=/design/flow/orfs finish
$ cat flow/config.mk
export PLATFORM = sky130hd
export DESIGN_NAME = dcache_top
export DESIGN_NICKNAME = dcache_top
export VERILOG_FILES = /design/flow/design.v
export SDC_FILE = /design/flow/constraint.sdc
export NUM_CORES = 4
export LEC_CHECK = 1
export CORE_UTILIZATION = 30
export SYNTH_MEMORY_MAX_BITS = 65536
$ cat flow/constraint.sdc
current_design dcache_top

set clk_period 58.6
set clk_io_pct 0.2

create_clock -name clk0 -period $clk_period [get_ports {clk_i}]

set non_clock_inputs [all_inputs -no_clocks]
set_input_delay [expr $clk_period * $clk_io_pct] -clock clk0 $non_clock_inputs
set_output_delay [expr $clk_period * $clk_io_pct] -clock clk0 [all_outputs]
$ cat flow/design.v
module dcache_data_sram
(
    clk_i,
    addr_i,
    data_i,
    enable_i,
    write_i,
    data_o
);
input               clk_i;
input    [4:0]      addr_i;
input    [255:0]    data_i;
input               enable_i;
input               write_i;
output   [255:0]    data_o;
reg      [255:0]    memory[0:31];    
always@(posedge clk_i) begin
    if(enable_i && write_i) begin
        memory[addr_i] <= data_i;
    end
end
assign data_o = (enable_i) ? memory[addr_i] : 256'b0;
endmodule
module dcache_tag_sram
(
    clk_i,
    addr_i,
    data_i,
    enable_i,
    write_i,
    data_o
);
input              clk_i;
input    [4:0]     addr_i;
input    [23:0]    data_i;
input              enable_i;
input              write_i;
output   [23:0]    data_o;
reg      [23:0]    memory [0:31];    
always@(posedge clk_i) begin
    if(enable_i && write_i) begin
        memory[addr_i]   <= data_i;
    end
end
assign data_o = (enable_i) ? memory[addr_i] : 24'b0;
endmodule
module dcache_top
(
    clk_i, 
    rst_i,
    mem_data_i, 
    mem_ack_i,     
    mem_data_o, 
    mem_addr_o,     
    mem_enable_o, 
    mem_write_o, 
    p1_data_i, 
    p1_addr_i,     
    p1_MemRead_i, 
    p1_MemWrite_i, 
    p1_data_o, 
    p1_stall_o
);
input                 clk_i; 
input                 rst_i;
input    [256-1:0]    mem_data_i; 
input                 mem_ack_i; 
output   [256-1:0]    mem_data_o; 
output   [32-1:0]     mem_addr_o;     
output                mem_enable_o; 
output                mem_write_o; 
input    [32-1:0]     p1_data_i; 
input    [32-1:0]     p1_addr_i;     
input                 p1_MemRead_i; 
input                 p1_MemWrite_i; 
output   [32-1:0]     p1_data_o; 
output                p1_stall_o; 
wire    [4:0]         cache_sram_index;
wire                  cache_sram_enable;
wire    [23:0]        cache_sram_tag;
wire    [255:0]       cache_sram_data;
wire                  cache_sram_write;
wire    [23:0]        sram_cache_tag;
wire    [255:0]       sram_cache_data;
wire                  sram_valid;
wire                  sram_dirty;
parameter             STATE_IDLE         = 3'h0,
                      STATE_READMISS     = 3'h1,
                      STATE_READMISSOK   = 3'h2,
                      STATE_WRITEBACK    = 3'h3,
                      STATE_MISS         = 3'h4;
reg     [2:0]         state;
reg                   mem_enable;
reg                   mem_write;
reg                   cache_we;
wire                  cache_dirty;
reg                   write_back;
wire    [4:0]         p1_offset;
wire    [4:0]         p1_index;
wire    [21:0]        p1_tag;
wire    [255:0]       r_hit_data;
wire    [21:0]        sram_tag;
wire                  hit;
reg     [255:0]       w_hit_data;
wire                  write_hit;
wire                  p1_req;
reg     [31:0]        p1_data;
assign    p1_req     = p1_MemRead_i | p1_MemWrite_i;
assign    p1_offset  = p1_addr_i[4:0];
assign    p1_index   = p1_addr_i[9:5];
assign    p1_tag     = p1_addr_i[31:10];
assign    p1_stall_o = ~hit & p1_req;
assign    p1_data_o  = p1_data; 
assign    sram_valid = sram_cache_tag[23];
assign    sram_dirty = sram_cache_tag[22];
assign    sram_tag   = sram_cache_tag[21:0];
assign    cache_sram_index  = p1_index;
assign    cache_sram_enable = p1_req;
assign    cache_sram_write  = cache_we | write_hit;
assign    cache_sram_tag    = {1'b1, cache_dirty, p1_tag};    
assign    cache_sram_data   = (hit) ? w_hit_data : mem_data_i;
assign    mem_enable_o = mem_enable;
assign    mem_addr_o   = (write_back) ? {sram_tag, p1_index, 5'b0} : {p1_tag, p1_index, 5'b0};
assign    mem_data_o   = sram_cache_data;
assign    mem_write_o  = mem_write;
assign    write_hit    = hit & p1_MemWrite_i;
assign    cache_dirty  = write_hit;
assign hit = (p1_tag==sram_tag) & sram_valid;
assign r_hit_data = sram_cache_data;
integer i, j;
always@(p1_offset or r_hit_data) begin
    p1_data = r_hit_data[p1_offset*8 +:32];
end
always@(p1_offset or r_hit_data or p1_data_i) begin
    w_hit_data = sram_cache_data;
    w_hit_data[p1_offset*8 +:32] = p1_data_i;
end
always@(posedge clk_i or negedge rst_i) begin
    if(~rst_i) begin
        state      <= STATE_IDLE;
        mem_enable <= 1'b0;
        mem_write  <= 1'b0;
        cache_we   <= 1'b0; 
        write_back <= 1'b0;
    end
    else begin
        case(state)        
            STATE_IDLE: begin
                if(p1_req && !hit) begin       
                    state <= STATE_MISS;
                end
                else begin
                    state <= STATE_IDLE;
                end
            end
            STATE_MISS: begin
                if(sram_dirty) begin           
                    mem_enable <= 1'b1;
                    mem_write <= 1'b1;
                    cache_we <= 1'b0;
                    write_back <= 1'b1;
                    state <= STATE_WRITEBACK;
                end
                else begin                     
                    mem_enable <= 1'b1;
                    mem_write <= 1'b0;
                    cache_we <= 1'b0;
                    write_back <= 1'b0;
                    state <= STATE_READMISS;
                end
            end
            STATE_READMISS: begin
                if(mem_ack_i) begin             
                    mem_enable <= 1'b0;
                    mem_write <= 1'b0;
                    cache_we <= 1'b1;
                    write_back <= 1'b0;
                    state <= STATE_READMISSOK;
                end
                else begin
                    state <= STATE_READMISS;
                end
            end
            STATE_READMISSOK: begin             
                mem_enable <= 1'b0;
                mem_write <= 1'b0;
                cache_we   <= 1'b0;
                write_back <= 1'b0;
                state <= STATE_IDLE;
            end
            STATE_WRITEBACK: begin
                if(mem_ack_i) begin             
                    mem_enable = 1'b1; 
                    mem_write <= 1'b0;
                    cache_we <= 1'b0;
                    write_back <= 1'b0;
                    state <= STATE_READMISS;
                end
                else begin
                    state <= STATE_WRITEBACK;
                end
            end
        endcase
    end
end
dcache_tag_sram dcache_tag_sram
(
    .clk_i(clk_i),
    .addr_i(cache_sram_index),
    .data_i(cache_sram_tag),
    .enable_i(cache_sram_enable),
    .write_i(cache_sram_write),
    .data_o(sram_cache_tag)
);
dcache_data_sram dcache_data_sram
(
    .clk_i(clk_i),
    .addr_i(cache_sram_index),
    .data_i(cache_sram_data),
    .enable_i(cache_sram_enable),
    .write_i(cache_sram_write),
    .data_o(sram_cache_data)
);
endmodule
==> CHANGELOG.md <==
### Implementation results

- Cell Chain, Critical Path: buf_16 > buf_4 > buf_4 > buf_4 > buf_4 > buf_4 > buf_4 > buf_4 > buf_4 > mux4_2 > a22oi_1 > a41oi_2 > buf_4 > mux2i_1 > nor2_1 > a21oi_1 > o22ai_1 > nor3_1 > o211ai_1 > buf_4 > buf_6 > buf_4 > clkdlybuf4s50_1
- Setup Viol. Count Final: 0
- Worst slew margin: 0.0130
- CP required: approximately 47,000 ps
- Seq. cell area: 268,000 µm²
- Placed cell areas: 384,000 µm²
- H-Tree Depth: 6
- Vias in the first global route: approximately 200k
- Congestion Overflow GR: 0
- Slew Limit Fails: 0
- Clk sinks: 8,936
- Post-Layout Cell Count: between 30,000 and 40,000
- Routability cong.: 1.01
- Vert. Die Dim: roughly 1.1 mm
- Power per cell area: between 30 and 40 nW/µm²
- Ratio of cells with drive above 1 in the final layout: 0.275
- Pre-antenna DRT Iters: 8
- Post-Syn Area: approximately 350,000 µm²
- Worst VDD drop: 0.0339 mV
- Latest clock arrival within the worst-skew pair: roughly 1200 ps
- # Cells Yosys: 16,200
- Synthesized flop and latch total: between 8,000 and 9,000
- Worst setup margin: between 20,000 and 30,000 ps
- Crit-path max FO: roughly 65
- Placed cell count: approximately 33,000
- Synth Instances: approximately 16,000
- Post-CTS Setup Repair Bufs: 0
- Clock Tree Buf Depth: 5
- Vias: about 190k
- TritonCTS clock tree: done
- EDFF count, synth: 8,928
- Least-Margin Pin Slew: about 1500 ps
- Clock Pin Slew Worst Setup and Hold Paths: roughly 60 ps
- Hold Slack: between 400 and 500 ps
- Combinational gate area: roughly 79,000 µm²
- Seq/Total Area, Yosys: 0.760
- Post-CTS sizing: 0
- Core Footprint: between 1,000,000 and 1,500,000 µm²
- CTS Buf Count: around 900
- YS chip area: around 350,000 µm²
- Tool warnings: 30
- Io pins: roughly 650
- FP Rows: roughly 400
- Hold_buf cts: 0
- Setup CP Type: input pin to output port
- Async set or reset register ratio after synthesis: 0.000895
- Critical path's top delay family: buffers and inverters
- Synth area leader: edfxtp_1
- Skew final: about 190 ps
- Cycle use final: 0.560
- Area grow syn2layout: 17.0%
- CP Launch Point: p1_addr_i[5]
- Drt total wl: 1410 mm
- Dominant synthesized flop cell: edfxtp_1
- Setup_tns: 0 ps
- Largest net degree at the start of global routing: just over 90
- Total GRT Usage: 0.254
- Max-Cap Viols: 0
- Dpl ws: ~26,000 ps
- Core Util, Final: 0.352
- WP buf/inv: 14
- Crit end category: output port
- Synth Area per Inst: around 22 µm²
- CP arrival: ~21,000 ps
- Fp util: 0.301
- Worst path most repeated cell: buf_4
- IO buf count: 642
- FILL cells: 107,000
- Endpoints failing hold: 0
- R2r startpoint: dcache_tag_sram.memory[27][17]$_DFFE_PP_
- Top cells, area: edfxtp_1, mux4_2, a22oi_1, mux2i_1, mux2_4
- LEAKAGE: between 100 and 150 nW
- Largest type area fraction: 0.760
- Final Power: between 10 and 15 mW
- Hold crit path type: register to register
- Outcome: finished clean
- FMAX: ~30 MHz
- CTS root buf: clkbuf_16
- Slowest cell delay on critical path: between 600 and 700 ps
- Hold Path Origin: state[0]$_DFF_PN1_
- Final Critical Period: 32,810 ps
- Routed vias/inst: about 5.4
- HPWL after DPL: slightly above 900 mm
- CP max stage cell: buf_4
- First DRT Iteration DRCs: ~14,000
- Post-route cell area: around 410,000 µm²
- Crit start category: input pin
- Chip footprint: approximately 1,200,000 µm²
- Antenna violations before repair: 165
- Cell Type Count: around 90
- Die width: around 1.1 mm
- RSZ-0062 raised after global routing: no
- Post-route antenna net violation count: 0
- Synth warnings: 3
- First-pass GRT wire length: around 1800 mm
- Commonest cells post-synth: edfxtp_1, mux4_2, a22oi_1
- # DRC: 0
- Count leader, synth: edfxtp_1
- Post-DR wirelength/cell: just over 40 µm
## final timing paths
path | end | slack [ps] | depth (start not counted)
worst max register to register | dcache_data_sram.memory[10][43]$_DFFE_PP_ | 50870 | 16
worst max-delay path | p1_data_o[19] | 25790 | 23
min in group asynchronous | mem_enable$_DFFE_PN0P_ | 10880 | 1
worst min-delay path | state[0]$_DFF_PN1_ | 480 | 2
max in group asynchronous | state[0]$_DFF_PN1_ | 47410 | 1
worst min register to register | state[0]$_DFF_PN1_ | 480 | 2
## report_power, final
group	switching, mW	internal [mW]
clock	2.44	3.18
combinational	0.905	0.381
sequential	0.0106	7.09
## state kept, by name, indices dropped and copies added (netlist names)
signal / flops
mem_write: 1
mem_enable: 1
dcache_tag_sram.memory: 736
state: 5
cache_we: 1
dcache_data_sram.memory: 8192
## cells by family after synthesis
logic type	count (synthesis)	share of synthesized area
AOI/OAI and AO/OA	2271	0.0462
xor gates and xnor gates	26	0.000645
adders and majority gates	4	0.000142
buffers and inverters	1181	0.0211
DFF	8936	0.760
muxes	2813	0.159
other	1	0.0000106
and+or+nand+nor	959	0.0127
## placed cells by master, fill, tap and decap left out, types with 180 or more instances in the layout
master,n
edfxtp_1,8928
mux4_2,2130
buf_4,1250
a22oi_1,1105
clkbuf_16,909
clkdlybuf4s50_1,635
mux2i_1,375
nor2_1,349
diode_2,326
nand2_1,265
o22ai_1,264
clkinv_1,205
o21ai_0,198
clkbuf_1,195
a21oi_1,188
mux2_4,180
## tightest hold or removal path: cells and delay by family (launching register included)
family | cells | cell delay (ps)
buf+inv | 1 | 40
flops | 1 | 360
compound gates | 1 | 70
## final cells by class
class                           instances  area share
Sequential cell                      8936       0.650
Multi-Input combinational cell       6078       0.190
Clock buffer                         1104      0.0569
Tap cell                            15600      0.0473
Timing Repair Buffer                 1929      0.0401
Clock inverter                        528      0.0121
Antenna cell                          326     0.00198
Inverter                              170     0.00156
## routing by layer
layer  global-route usage  vias to the layer above  share of wire
met2                0.357                    15200           0.44
met5               0.0272                        -         0.0027
met3                0.208                     2687           0.19
met4                0.194                       79           0.10
met1                0.233                    94100           0.27
li1                     -                    73600              -
Power figures rest on the tool's default switching activity, not on a simulated workload.
